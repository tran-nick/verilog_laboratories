==> design/flow/config.mk <==
export PLATFORM = sky130hd
export DESIGN_NAME = part1
export DESIGN_NICKNAME = part1
export VERILOG_FILES = /design/flow/design.v
export SDC_FILE = /design/flow/constraint.sdc
export NUM_CORES = 4
export LEC_CHECK = 1
export CORE_UTILIZATION = 30
==> design/flow/constraint.sdc <==
current_design part1

set clk_period 17.6
set clk_io_pct 0.2

create_clock -name clk0 -period $clk_period [get_ports {KEY}]

set non_clock_inputs [all_inputs -no_clocks]
set_input_delay [expr $clk_period * $clk_io_pct] -clock clk0 $non_clock_inputs
set_output_delay [expr $clk_period * $clk_io_pct] -clock clk0 [all_outputs]
==> design/flow/design.v <==
`timescale 1ns / 1ps
module addsub(
    input [15:0] A, Buswires,
    input addsub_signal,
    output reg [15:0] sumdiff
    );
always@(A)
    case(addsub_signal)
        1'b0 : sumdiff <= A + Buswires;
        1'b1 : sumdiff <= A - Buswires;
    endcase
endmodule
`timescale 1ns / 1ps
module dec3to8(
    input [2:0] W,
    input En,
    output reg [7:0] Y
    );
always@(W or En)
begin
    if(En)
        case(W)
            3'b000: Y = 8'b00000001;
            3'b001: Y = 8'b00000010;
            3'b010: Y = 8'b00000100;
            3'b011: Y = 8'b00001000;
            3'b100: Y = 8'b00010000;
            3'b101: Y = 8'b00100000;
            3'b110: Y = 8'b01000000;
            3'b111: Y = 8'b10000000;
        endcase
    else
        Y = 8'b00000000;                    
end            
endmodule
`timescale 1ns / 1ps
module part1(
    input [15:0] SWT,
    input [2:0] KEY,
    output [16:0] LED 
    );
    wire Manual_Clock;
    wire Resetn, Run, Done;
    wire [15:0] DIN, Bus;
    assign Resetn = KEY[0]; 
    assign Manual_Clock = KEY[1];
    assign DIN = SWT[15:0];
    assign Run = KEY[2];
    processor u1(DIN,Resetn,Manual_Clock,Run,Done,Bus);
    assign LED[16] = Done;
    assign LED[15:0] = Bus;
endmodule
`timescale 1ns / 1ps
module processor(
    input [15:0] DIN,
    input Resetn, Clock, Run,
    output reg Done,
    output reg [15:0] BusWires
    );
parameter MV = 3'h0;
parameter MVI = 3'h1;
parameter ADD = 3'h2;
parameter SUB = 3'h3;
parameter T0 = 2'b00;
parameter T1 = 2'b01;
parameter T2 = 2'b10;
parameter T3 = 2'b11;
parameter TRUE = 1'b1;
parameter FALSE = 1'b0;
parameter CLEAR = 1'b0;
parameter DIN_OUT = 2'b00;
parameter GOUT = 2'b01;
parameter RXOUT = 2'b10;
parameter RYOUT = 2'b11;
parameter OP_ADD = 1'b0;
parameter OP_SUB = 1'b1;
parameter WRITE = TRUE;
parameter REG_RESET = 8'b11111111;
reg IRin, Ain, Gin;
reg [1:0] BUS;
reg [7:0] Rin;
reg AddSub;
wire Clear = Done | ~Resetn | ~Run&~Tstep_Q[0]&~Tstep_Q[1];
wire [7:0] Xreg, Yreg; 
wire [8:0] IR;
wire [15:0] R0,R1,R2,R3,R4,R5,R6,R7;    
wire [15:0] A, G, addsub_output;
wire [1:0] Tstep_Q;
wire [2:0] Instruction;
upcount Tstep(Clear,Clock,Tstep_Q);
assign Instruction = IR[8:6];
dec3to8 decX(IR[5:3],1'b1,Xreg);   
dec3to8 decY(IR[2:0],1'b1,Yreg);
addsub mux0(A,BusWires,AddSub,addsub_output);
always@(Tstep_Q or Instruction or Xreg or Yreg)
begin   
Done = FALSE;
BUS = DIN_OUT;
Rin = 0;
IRin = CLEAR; 
Ain = CLEAR;
Gin = CLEAR;
AddSub = CLEAR;
    case(Tstep_Q)
        T0 :  
        begin
            IRin = WRITE;
        end 
        T1 :  
        case(Instruction)
            MV : 
                begin
                    Rin = Xreg; 
                    BUS = RYOUT;
                    Done = TRUE;
                end
            MVI : 
                begin
                    Rin = Xreg;
                    BUS = DIN_OUT;
                    Done = TRUE;
                end
            ADD : 
                begin
                    BUS = RXOUT;
                    Ain = WRITE;
                end
            SUB : 
                begin
                    BUS = RXOUT;
                    Ain = WRITE;
                end
       endcase   
       T2 :  
       case(Instruction)
            ADD : 
                begin
                    AddSub = OP_ADD;
                    BUS = RYOUT;
                    Gin = WRITE;
                end
            SUB : 
                begin
                    AddSub = OP_SUB;
                    BUS = RYOUT;
                    Gin = WRITE;
                end
      endcase                  
      T3 :  
      case(Instruction)
            ADD : 
                begin
                    BUS = GOUT;
                    Rin = Xreg;
                    Done = TRUE;
                end
            SUB : 
                begin
                    BUS = GOUT;
                    Rin = Xreg;
                    Done = TRUE;
                end
      endcase 
    endcase
end  
regn reg_0(BusWires,Rin[0],Clock,R0);
regn reg_1(BusWires,Rin[1],Clock,R1);
regn reg_2(BusWires,Rin[2],Clock,R2);
regn reg_3(BusWires,Rin[3],Clock,R3);
regn reg_4(BusWires,Rin[4],Clock,R4);
regn reg_5(BusWires,Rin[5],Clock,R5);
regn reg_6(BusWires,Rin[6],Clock,R6);
regn reg_7(BusWires,Rin[7],Clock,R7);
regn reg_A(BusWires,Ain,Clock,A);
regn reg_G(addsub_output,Gin,Clock,G);
regn #(.n(9)) reg_IR(DIN[15:7],IRin,Clock,IR);   
always@(*)
    case(BUS)
        DIN_OUT : BusWires <= DIN;   
        GOUT : BusWires <= G;        
        RXOUT :                      
        case(Xreg)
            8'b00000001 : BusWires = R0;
            8'b00000010 : BusWires = R1;
            8'b00000100 : BusWires = R2;
            8'b00001000 : BusWires = R3;
            8'b00010000 : BusWires = R4;
            8'b00100000 : BusWires = R5;
            8'b01000000 : BusWires = R6;
            8'b10000000 : BusWires = R7;
        endcase
        RYOUT :  
        case(Yreg)
            8'b00000001 : BusWires = R0;
            8'b00000010 : BusWires = R1;
            8'b00000100 : BusWires = R2;
            8'b00001000 : BusWires = R3;
            8'b00010000 : BusWires = R4;
            8'b00100000 : BusWires = R5;
            8'b01000000 : BusWires = R6;
            8'b10000000 : BusWires = R7;
        endcase    
    endcase
endmodule
`timescale 1ns / 1ps
module regn(
    input [n-1:0] R,
    input Rin, Clock,
    output reg [n-1:0] Q
    );
parameter n = 16;
always@(posedge Clock)
    if(Rin)
        Q <= R;
endmodule
`timescale 1ns / 1ps
module upcount(
    input Clear, Clock,
    output reg [1:0] Q
    );
always@(posedge Clock)
    if(Clear)
        Q <= 2'b0;
    else
        Q <= Q + 1'b1;      
endmodule
==> design/flow/run.sh <==
#!/bin/bash
# OpenROAD 26Q1-2900-gdf79404cd8, Yosys 0.63+post, stock flow scripts
make -C /OpenROAD-flow-scripts/flow DESIGN_CONFIG=/design/flow/config.mk WORK_HOME=/design/flow/orfs finish
==> run_results.csv <==
group,metric,value,unit
outcome,status,"finished, final reports clean",
final_layout,utilization,36.0,%
cts,clkLatencyLatePin,0.37,ns
die,pin_count,36,
cts,post-cts-setup-buffers,0,
final_layout,fin_area,11100,um^2
sta,worstMarginPinSlew,0.921,ns
yosys,ys_area,9480,um^2
grt,grt_usage,18.5,%
detailed_routing,drt_drc_violations_left,0,
flow_run,warnings,173,
yosys,synthArstFlopShare,0,%
detailed_routing,viasPerCell,5.76,
sta,clock-skew-final,0.00290,ns
yosys,largest_area_cell,"edfxtp_1",
die,core.rowCount,64,
sta,unclocked_regs,16,
cts,clk_pin_slew,0.06,ns
final_layout,syn2layout_area_growth,17.1,%
yosys,syn_area_per_cell,12.0,um^2
final_layout,fillCellCount,2900,
cts,ctsHoldBuffers,0,
yosys,topCellsByArea,"edfxtp_1 (54%), a22oi_1 (4.6%), dfxtp_1 (3.8%)",
pwr,p_per_area,123,nW/um^2
die,die_h,180,um
sta,rsz0062_at_grt,"false",
setup_path,cp-end-kind,"flop",
detailed_routing,ant_nets,0,
detailed_routing,drt_pass1_iterations,25,
yosys,synth_cell_type_count,66,
die,die_width,180,um
place,portBuffers,33,
detailed_routing,n_antenna_cell,0,
yosys,top_cell_area_share,53.5,%
grt,grt_pass1_wl,42100,um
sta,slew_violations,0,
cts,cts_resized,0,
setup_path,required,17.86,ns
detailed_routing,vias,7163,
detailed_routing,routed_wl,28700,um
yosys,syn_area,9480,um^2
die,coreArea,30800,um^2
grt,grt_pass1_vias,7192,
yosys,yosysWarnings,6,
sta,final-hold-violation-count,0,
worst_hold_path,min_path_type,"clock port to flop",
detailed_routing,first_iter_violations,579,
sta,relSlewSlack,38.6,%
detailed_routing,route.detailed.wl_per_inst,23.1,um
die,die-area,32300,um^2
final_layout,seq_area,5680,um^2
setup_path,worstSetupPathType,"clock port to flop",
yosys,synth_flops,203,
pwr,power.leakage,3.74,nW
cts,cts_tree,"yes",
final_layout,final_cells,1243,
yosys,ff_type,"edfxtp_1",
grt,globalRouteOverflowTotal,0,
final_layout,drive_gt1_share,8.97,%
grt,grt_max_degree,46,
pwr,peakVddDrop,0.0856,mV
sta,tns,0,ns
yosys,syn_inst,788,
setup_path,arrival,9.32,ns
flow_run,drv_cap,0,
place,place_congestion,0.960,
yosys,ys_cells,788,
setup_path,start_kind,"clock port",
place,place_area,10300,um^2
grt,antenna_found_initial,0,
sta,setup_viol,0,
die,initCoreUtil,30.8,%
sta,holdWs,0.00896,ns
yosys,synth-edff-count,169,
place,place_hpwl,17900,um
setup_path,cp_max_fo,2,
final_layout,layout.area.comb,3560,um^2
place,dp_cells,1203,
sta,untimed_endpoints,176,
## final timing paths
path         slack (ns)                        to  cells past startpoint                startpoint
max                8.54  u1.Tstep.Q[1]$_SDFF_PP0_                      4                    KEY[2]
min               0.009  u1.Tstep.Q[1]$_SDFF_PP0_                      4                    KEY[2]
max reg2reg       13.28  u1.reg_G.Q[15]$_DFFE_PP_                     12  u1.reg_IR.Q[8]$_DFFE_PP_
min reg2reg        0.52  u1.Tstep.Q[0]$_SDFF_PP0_                      1  u1.Tstep.Q[0]$_SDFF_PP0_
## report_power, final
group | total (mW) | switching, mW | internal (mW)
Combinational | 0.407 | 0.269 | 0.138
Clock | 0.407 | 0.151 | 0.257
Sequential | 0.548 | 0.0281 | 0.520
## per-layer routing
metal	vias to the layer above	wire (um)	GRT usage (%)
met1	3377	11200	23.0
met2	521	12000	25.9
met3	64	4950	14.3
met4	0	612	3.72
li1	3201	-	-
met5	-	0	0.444
## synthesized netlist by cell type, drive strengths merged (3+ instances only)
| master | n |
|---|---|
| edfxtp | 169 |
| nor2 | 86 |
| a22oi | 58 |
| a21oi | 43 |
| nand2 | 43 |
| clkbuf | 33 |
| a31oi | 27 |
| a221oi | 21 |
| ha | 21 |
| dfxtp | 18 |
| inv | 18 |
| dlxtn | 16 |
| a211o | 15 |
| nor3 | 14 |
| xnor2 | 14 |
| a22o | 13 |
| nor2b | 13 |
| and2 | 12 |
| and3 | 11 |
| xor2 | 11 |
| a222oi | 10 |
| o21ai | 10 |
| o2bb2ai | 10 |
| o32a | 9 |
| buf | 8 |
| nand4 | 7 |
| and4b | 6 |
| nand2b | 5 |
| nand3 | 5 |
| o21a | 5 |
| o31ai | 5 |
| mux2i | 4 |
| nor4 | 4 |
| nor4b | 4 |
| or2 | 4 |
| nand3b | 3 |
| o211ai | 3 |
| o31a | 3 |
## layout by cell type, fill, tap and decap left out, types with 6 or more instances in the layout
master / count
a22oi_1: 58
and3_1: 11
nor2b_1: 13
and4b_1: 6
o32a_1: 9
clkbuf_16: 23
buf_4: 27
nor2_1: 86
a221oi_1: 21
and2_1: 12
nand2_1: 43
nor3_1: 14
dlxtn_1: 16
edfxtp_1: 169
a211o_1: 15
nand4_1: 7
inv_1: 18
ha_1: 20
a222oi_1: 10
dfxtp_1: 18
a21oi_1: 43
xnor2_1: 14
a22o_1: 13
o2bb2ai_1: 10
clkdlybuf4s50_1: 33
o21ai_0: 10
xor2_1: 11
a31oi_1: 27
## stage by stage
| step | setup slack (ns) | power (mW) |
|---|---|---|
| after CTS | 8.59 | 1.41 |
| after global placement | 8.46 | 0.951 |
| final | 8.54 | 1.36 |
| after detailed placement | 8.46 | 0.953 |
| after floorplan | 8.46 | 0.821 |
| after global routing | 8.58 | 1.48 |
## cell type report
type,count,area share [%]
Inverter,18,0.609
Clock buffer,25,5.25
Tap cell,396,4.46
Multi-Input combinational cell,526,32.1
Sequential cell,203,51.1
Timing Repair Buffer,60,4.80
Clock inverter,15,1.67
## worst max-delay path, stage by stage
cell	delay, ns
clkbuf_16	0.12
clkbuf_16	0.13
o31ai_1	0.21
nor2_1	0.06
## flip-flops by register name (all words and copies together), names as in the netlist
register / count
u1.reg_1.Q: 16
u1.reg_6.Q: 16
u1.reg_G.Q: 16
u1.reg_5.Q: 16
u1.reg_IR.Q: 9
u1.Tstep.Q: 2
u1.reg_4.Q: 16
u1.reg_A.Q: 16
u1.Yreg: 8
u1.Xreg: 8
u1.reg_3.Q: 16
u1.reg_2.Q: 16
u1.reg_7.Q: 16
u1.BusWires: 16
u1.reg_0.Q: 16
## logic make-up (layout without fill, tap and decap cells)
family | Yosys count | in the layout | share of synthesized area, %
AOI/OAI and AO/OA | 245 | 245 | 19.3
buffers and inverters | 59 | 118 | 2.63
muxes | 6 | 6 | 0.660
and+or+nand+nor | 228 | 228 | 12.3
latches | 16 | 16 | 2.53
adders and majority gates | 22 | 22 | 2.98
xor gates and xnor gates | 25 | 25 | 2.31
DFF | 187 | 187 | 57.3
Power figures rest on the tool's default switching activity, not on a simulated workload.
