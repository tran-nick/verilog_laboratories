==> flow/design.v <==
`timescale 1ns / 1ps
module labH_part2(
    input clk,
    output ca, cb, cc, cd, ce, cf, cg, dp,
    output [7:0] an 
    );
    reg [25:0] cnt;  
    always @(posedge clk)
        cnt<=cnt+26'h1;
        wire cntovrfl = &cnt;
    reg [8*4-1:0] BCL;
    initial
        begin
            BCL[ 3: 0] = 4'h3;   
            BCL[ 7: 4] = 4'h2;   
            BCL[11: 8] = 4'h2;   
            BCL[15:12] = 4'h1;   
            BCL[19:16] = 4'h0;   
            BCL[23:20] = 4'h4;   
            BCL[27:24] = 4'h4;   
            BCL[31:28] = 4'h4;   
        end
     always @(posedge cntovrfl)
        begin
            BCL[ 3: 0] <= BCL[31:28];  
            BCL[ 7: 4] <= BCL[ 3: 0]; 
            BCL[11: 8] <= BCL[ 7: 4];  
            BCL[15:12] <= BCL[11: 8];  
            BCL[19:16] <= BCL[15:12];  
            BCL[23:20] <= BCL[19:16];  
            BCL[27:24] <= BCL[23:20];  
            BCL[31:28] <= BCL[27:24];  
        end
    wire [2:0] digitScan = cnt[16:14];  
    assign an[0] = ~(digitScan==3'h0); 
    assign an[1] = ~(digitScan==3'h1);
    assign an[2] = ~(digitScan==3'h2);
    assign an[3] = ~(digitScan==3'h3);
    assign an[4] = ~(digitScan==3'h4);
    assign an[5] = ~(digitScan==3'h5);
    assign an[6] = ~(digitScan==3'h6);
    assign an[7] = ~(digitScan==3'h7);
    reg [3:0] BCLdigit;
    always @(*)
        case(digitScan)
            3'd0: BCLdigit = BCL[ 3: 0];
            3'd1: BCLdigit = BCL[ 7: 4];
            3'd2: BCLdigit = BCL[11: 8];
            3'd3: BCLdigit = BCL[15:12];
            3'd4: BCLdigit = BCL[19:16];
            3'd5: BCLdigit = BCL[23:20];
            3'd6: BCLdigit = BCL[27:24];
            3'd7: BCLdigit = BCL[31:28];
        endcase
    reg [7:0] sevenseg;
    always@(*)
        case(BCLdigit)
            4'h0: sevenseg = 8'b01101110;    
            4'h1: sevenseg = 8'b10011110;    
            4'h2: sevenseg = 8'b00011100;    
            4'h3: sevenseg = 8'b11111100;    
            4'h4: sevenseg = 8'b00000000;    
            default: sevenseg = 8'b00000000;        
        endcase
    assign {ca, cb, cc, cd, ce, cf, cg, dp} = ~sevenseg;
endmodule
==> flow/run.sh <==
#!/bin/bash
# OpenROAD 26Q1-2900-gdf79404cd8, Yosys 0.63+post, stock flow scripts
make -C /OpenROAD-flow-scripts/flow DESIGN_CONFIG=/design/flow/config.mk WORK_HOME=/design/flow/orfs finish
==> flow/config.mk <==
export PLATFORM = sky130hd
export DESIGN_NAME = labH_part2
export DESIGN_NICKNAME = labH_part2
export VERILOG_FILES = /design/flow/design.v
export SDC_FILE = /design/flow/constraint.sdc
export NUM_CORES = 4
export LEC_CHECK = 1
export CORE_UTILIZATION = 30
==> flow/constraint.sdc <==
current_design labH_part2

set clk_period 3.9
set clk_io_pct 0.2

create_clock -name clk0 -period $clk_period [get_ports {clk}]

set non_clock_inputs [all_inputs -no_clocks]
set_input_delay [expr $clk_period * $clk_io_pct] -clock clk0 $non_clock_inputs
set_output_delay [expr $clk_period * $clk_io_pct] -clock clk0 [all_outputs]
==> qor.rpt <==
========================================================================================================
DRC Markers ...............................................................................            0
Number of buffers inserted to repair setup after CTS ......................................            0
Post-CTS clock slew at the launch and capture registers of the worst setup and hold paths .      0.09 ns
Die boundary width ........................................................................      83.5 um
Synth cell count leaders .................................................................. dfxtp_1 (58), xnor2_1 (20), nand2_1 (14), nand3_1 (13), nor2_1 (11)
Flip-flop and latch count after synthesis .................................................           58
Switching Share ...........................................................................        17.9%
Diodes inserted ...........................................................................            0
Pre-CTS worst setup slack .................................................................     0.757 ns
Path type of the worst setup path .........................................................      reg2out
Global-route usage over all layers ........................................................        8.95%
Std cell rows .............................................................................           29
Number of port buffers ....................................................................           15
Count of endpoints without a timing constraint ............................................           32
Cell Area, Synth ..........................................................................    1990 um^2
Total number of vias ......................................................................        1,209
Number of enable-type register cells in the synthesized netlist ...........................            0
Category of the worst setup path launch point .............................................    flip-flop
I/O pins ..................................................................................           17
Internal cell power .......................................................................   0.000355 W
Avg Inst Size Synth .......................................................................    10.8 um^2
Max VDD drop ..............................................................................     0.168 mV
Final Setup Violations ....................................................................            0
Global-route wire length before repair ....................................................      5200 um
Highest-delay cell along the critical path ................................................      dfxtp_1
Total Negative Setup Slacks ...............................................................         0 ns
Clock Path Buffers ........................................................................            2
Filler cell count in the final layout .....................................................          639
Vias in the first global route ............................................................        1,090
Number of standard cells after synthesis ..................................................          185
Fraction of the yosys area taken by sequential cells ......................................        58.3%
Die area ..................................................................................    6970 um^2
Endpoint type of the worst setup path .....................................................   output pin
Worst Clk Skew ............................................................................   0.00737 ns
Clock network latency to the later pin of the worst-skew pair .............................      0.26 ns
Drt first pass iters ......................................................................            4
Wire length after detailed routing ........................................................      2990 um
Smallest setup slack after layout .........................................................     0.473 ns
Storage cell area .........................................................................    1160 um^2
Detail-routed via count per cell ..........................................................         4.41
Vertical die dimension ....................................................................      83.5 um
TritonCTS clock tree ......................................................................          yes
Warning total across the stage logs .......................................................           25
Leakage power .............................................................................     0.758 nW
Asr flop ratio synth ......................................................................           0%
Core Util at FP ...........................................................................        31.2%
Buffers plus inverters on the worst setup path ............................................            2
Std-Cell Core Area ........................................................................    6390 um^2
Slew of the pin with the lowest slew margin ...............................................     0.859 ns
Biggest area cells ........................................................................ dfxtp_1 (58%), xnor2_1 (8.8%), nand3_1 (3.3%), nand2_1 (2.6%), nor2_1 (2.1%)
H-Tree Depth ..............................................................................            1
Areal power density over the cells ........................................................  192 nW/um^2
Antenna violations before repair ..........................................................            0
GRT Residual Overflow .....................................................................            0
Setup repair after global routing missed its margin .......................................        false
Final-report max-slew violation count .....................................................            0
Synth-to-Final Area Change ................................................................        13.0%
Clock network power share .................................................................        38.7%
Antenna-violating nets left ...............................................................            0
Yosys warning count .......................................................................            1
Top achievable clock speed ................................................................      292 MHz
Synth cell types ..........................................................................           46
CTS buffer count ..........................................................................            3
Fraction of synthesized cell area taken by the top area cell type .........................        58.3%
Critical path data required time ..........................................................      3.12 ns
Dominant synthesized flop cell ............................................................      dfxtp_1
Power dissipated by switching net loads ...................................................  0.0000775 W
Number of DRC violations after detailed-routing iteration 0 ...............................           42
Crit path max-delay family ................................................................ simple AND/OR/NAND/NOR gates
Final HPWL from detailed placement ........................................................      2260 um
Pin count of the biggest net entering global routing ......................................           33
Number of hold violations in the final report .............................................            0
Detail-routed net length per standard cell ................................................      10.9 um
Master cell of the clock root buffer ......................................................     clkbuf_8
Arr. time, crit path ......................................................................      2.65 ns
Top cell type by instance count after synthesis ...........................................      dfxtp_1
Yosys stat area ...........................................................................    1990 um^2
Cell count listed in synth_stat.txt .......................................................          185
Number of maximum-capacitance violations ..................................................            0
RD Place Congestion .......................................................................        0.795
Cells resized by post-CTS repair ..........................................................            0
Count of unclocked register or latch pins .................................................           32
Shortest clock period the worst path allows after layout ..................................      3.43 ns
Cell taking the most area after synthesis .................................................      dfxtp_1
Post-layout period usage of the worst path ................................................        87.9%
CP peak stage delay .......................................................................      0.65 ns
Fraction of final layout cells sized beyond drive strength 1 ..............................        6.09%
Outcome ................................................................................... finished, final reports clean
Sequential fraction of design power .......................................................        61.3%
Portion of total power attributed to combinational logic ..................................           0%
Peak fanout along the critical path .......................................................           16
Series of cell instances along the critical path .......................................... inv_2, or3_1, a221oi_2, a31oi_2, or2_1, clkdlybuf4s50_1
Slew HR ...................................................................................        42.7%
Hold buffers post-CTS .....................................................................            0
Tightest Hold Check Type ..................................................................      reg2reg
Multi-input logic area ....................................................................     764 um^2
========================================================================================================
==> metal layers <==
metal	GRT usage [%]	routed length, um
met5	0	0
met4	0.462	0
met3	0.904	63
met2	12.3	1210
met1	16.1	1720
==> metrics by stage <==
stage                     hold slack [ns]  std cells  cell area (um^2)  util (%)  total power [W]
final                               0.406        274              2250      35.2         0.000433
after global routing                0.446        274              2250      35.2         0.000452
after CTS                           0.408        274              2250      35.2         0.000439
after detailed placement            0.388        270              2190      34.4         0.000271
after global placement              0.383        270              2190      34.4         0.000271
after floorplan                     0.370        185              1990         -         0.000272
==> placed cells by master, fill, tap and decap left out, drive strengths merged, types with 3 or more instances in the layout <==
master / n
dfxtp: 58
xnor2: 20
clkdlybuf4s50: 15
nand2: 14
nand3: 13
nor2: 12
nand4: 6
inv: 6
xor2: 4
clkbuf: 4
and3: 3
nand2b: 3
or3: 3
nor3: 3
==> flip-flops by register name (all words and copies together) (netlist names) <==
register and cells:
cnt 26, BCL 32
==> worst paths after layout <==
kind / slack (ns) / cells after the start / to / from
max reg2reg: 2.00 / 6 / cnt[25] / cnt[15]
min reg2reg: 0.41 / 1 / cnt[0] / cnt[0]
min: 0.41 / 1 / cnt[0] / cnt[0]
max: 0.47 / 6 / ca / cnt[14]
==> cell families (layout without fill, tap and decap cells) <==
logic type | after synthesis | count (layout) | share of synthesized area (%)
AOI/OAI and AO/OA | 17 | 17 | 6.98
xor gates and xnor gates | 24 | 24 | 10.6
other | 1 | 1 | 0.188
buffers and inverters | 13 | 25 | 3.27
DFF | 58 | 58 | 58.3
muxes | 4 | 4 | 2.14
adders and majority gates | 1 | 1 | 0.628
and+or+nand+nor | 67 | 67 | 17.9
==> final cells by class <==
type / instances / share of cell area [%]
Clock buffer: 4 / 2.45
Inverter: 6 / 1.00
Multi-Input combinational cell: 114 / 34.0
Sequential cell: 58 / 51.6
Tap cell: 77 / 4.28
Timing Repair Buffer: 15 / 6.67
==> power by group through the flow <==
| stage | Sequential (W) | Combinational (W) | Clock [W] |
|---|---|---|---|
| 6_report | 0.000265 | 0.0000000168 | 0.000167 |
| 4_1_cts | 0.000265 | 0.0000000276 | 0.000174 |
| 5_1_grt | 0.000265 | 0.0000000390 | 0.000186 |
No activity file was given, so power comes from the tool's default toggle rates.
