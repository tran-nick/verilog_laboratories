--- /design/flow/constraint.sdc ---
current_design LabG_part3

set clk_period 3.2
set clk_io_pct 0.2

create_clock -name clk0 -period $clk_period [get_ports {mclk}]

set non_clock_inputs [all_inputs -no_clocks]
set_input_delay [expr $clk_period * $clk_io_pct] -clock clk0 $non_clock_inputs
set_output_delay [expr $clk_period * $clk_io_pct] -clock clk0 [all_outputs]
--- /design/flow/run.sh ---
#!/bin/bash
# OpenROAD 26Q1-2900-gdf79404cd8, Yosys 0.63+post, stock flow scripts
make -C /OpenROAD-flow-scripts/flow DESIGN_CONFIG=/design/flow/config.mk WORK_HOME=/design/flow/orfs finish
--- /design/flow/design.v ---
`timescale 1ns / 1ps
module LabG_part3(mclk,SW,an,ssg);
input mclk;
input [5:0] SW;
output [7:0] an;
output [6:0] ssg;
reg [6:0] dig;
reg [32:0] clkdiv;
reg [3:0] cntr;
reg cclk;    
always @(cntr)
    begin
        case (cntr)
            4'b0000: dig=7'b0111111;  
            4'b0001: dig=7'b0000110;  
            4'b0010: dig=7'b1011011;  
            4'b0011: dig=7'b1001111;  
            4'b0100: dig=7'b1100110;  
            4'b0101: dig=7'b1101101;  
            4'b0110: dig=7'b1111101;  
            4'b0111: dig=7'b0000111;  
            4'b1000: dig=7'b1111111;  
            4'b1001: dig=7'b1101111;  
            4'b1010: dig=7'b1110111;  
            4'b1011: dig=7'b1111100;  
            4'b1100: dig=7'b1011000;  
            4'b1101: dig=7'b1011110;  
            4'b1110: dig=7'b1111001;  
            4'b1111: dig=7'b1110001;  
            default: dig=7'b0000000;
        endcase
    end
    assign ssg = ~dig;
    assign an = {4'b1111, ~SW[3:0]};     
always @(posedge mclk)
    begin
        clkdiv <= clkdiv + 1;
        case(SW[5:4])
            2'b00 : cclk <= clkdiv[22];
            2'b01 : cclk <= clkdiv[21];
            2'b10 : cclk <= clkdiv[20];
            2'b11 : cclk <= clkdiv[19];
        endcase
    end
always @(posedge cclk)
    begin
        cntr <= cntr + 1;        
    end
endmodule
--- /design/flow/config.mk ---
export PLATFORM = sky130hd
export DESIGN_NAME = LabG_part3
export DESIGN_NICKNAME = LabG_part3
export VERILOG_FILES = /design/flow/design.v
export SDC_FILE = /design/flow/constraint.sdc
export NUM_CORES = 4
export LEC_CHECK = 1
export CORE_AREA = 10 10 106 106
export DIE_AREA = 0 0 116 116
==> flow_metrics.rpt <==
==== FLOW RESULTS ====
----------------------------------------------------
[Yosys]
  Count of warnings emitted by yosys ........................ 1
  Yosys top cell area share ........................ a little under half
  Largest cells by area after synthesis ........................ sky130_fd_sc_hd__dfxtp_1 (45%), sky130_fd_sc_hd__xor2_1 (7.9%), sky130_fd_sc_hd__ha_1 (6.5%), sky130_fd_sc_hd__xnor2_1 (5.1%), sky130_fd_sc_hd__inv_1 (4.1%)
  Count of cell types in the netlist ........................ 35
  Synthesized chip area reported by yosys ........................ 1550 µm²
  Post-synth EDFFs ........................ 0
  Mean area per synthesized cell ........................ 9.58 µm²
  Primary FF master, synth ........................ sky130_fd_sc_hd__dfxtp_1
  Summed instance area of the synthesized netlist ........................ 1550 µm²
  Biggest area consumer among synthesized cells ........................ sky130_fd_sc_hd__dfxtp_1
  Gate count of the mapped netlist ........................ between 150 and 200
  Number of standard cells reported by yosys ........................ around 160
  Synth cell count leaders ........................ sky130_fd_sc_hd__dfxtp_1 (35), sky130_fd_sc_hd__inv_1 (17), sky130_fd_sc_hd__xor2_1 (14)
  Seq cells post-synth ........................ 35
  FFs w/ async S/R, synth ........................ 0%
  Synth Seq Share ........................ between 40% and 50%
  Most frequent cell after synthesis ........................ sky130_fd_sc_hd__dfxtp_1

[Floorplan]
  Initial Util ........................ roughly 18%
  Die Size ........................ 13500 µm²
  Count of pins on the block boundary ........................ 22
  Vertical extent of the die ........................ approximately 120 µm
  Standard-cell row count ........................ 34
  Die Width ........................ approximately 120 µm
  Core ar. ........................ roughly 9000 µm²

[Final layout]
  Number of standard cells in the layout, taps in and fillers out ........................ about 290
  Total area of multi-input combinational cells ........................ ~760 µm²
  Synthesis-to-finish area growth ........................ 22.5%
  Number of fillers in the final layout ........................ approximately 960
  Storage element area ........................ 701 µm²
  Fraction of layout instances using a drive strength above 1 ........................ between 8 and 9%
  Fin util ........................ a little over a fifth
  Fin area ........................ ~1900 µm²

[CTS]
  Clock root buffer ........................ sky130_fd_sc_hd__clkbuf_8
  Post-CTS Resized ........................ 0
  Clock latency on the worst-skew pair ........................ approximately 0.26 ns
  Deepest level of the CTS H-tree ........................ 1
  Cts bufs inserted ........................ 3
  Maximum number of buffers from clock root to sink ........................ 2
  Worst-path clk slew ........................ 0.08 ns
  Buffers inserted during post-CTS setup optimization ........................ 0
  Cts hold-fix bufs ........................ 0
  Clock tree from TritonCTS ........................ built

[Timing]
  Fmax achieved ........................ around 460 MHz
  Endpoints left unconstrained ........................ 18
  Largest clock skew in the final design ........................ about 0.0044 ns
  Normalized max-slew margin ........................ 39.5%
  Hold Vio Cnt, Final ........................ 0
  Ratio of final minimum period to clock period ........................ 68.2%
  Register pins left without a clock ........................ 11
  Slew Viols, Final ........................ 0
  Setup TNS ........................ 0 ns
  Final period demand of the worst path ........................ 2.18 ns
  Number of setup violations in the final report ........................ 0
  Slew @ Worst Pin ........................ 0.900 ns
  RSZ-0062 raised after global routing ........................ false
  Setup ws final ........................ 1.02 ns

[Placement]
  Setup Slack @ Placement ........................ between 1 and 1.5 ns
  Instance area at placement ........................ ~1800 µm²
  Number of instances in the placed design ........................ roughly 280
  PortBufs ........................ 17
  HPWL reported at the end of detailed placement ........................ around 1900 µm
  Global placer's final weighted congestion ........................ between 0.7 and 0.8

[Critical path]
  Startpoint type of the worst setup path ........................ primary input
  Kind of end point of the critical path ........................ output pin
  Reg2reg path depth ........................ 4
  Kind of critical path ........................ primary input to output pin
  Dominant cell type by count on the critical path ........................ sky130_fd_sc_hd__clkdlybuf4s50_1
  Maximum net fanout on the critical path ........................ 1
  Slowest stage cell on the critical path ........................ sky130_fd_sc_hd__clkdlybuf4s50_1
  Chain of cells forming the critical path ........................ clkdlybuf4s50_1 -> inv_1 -> clkdlybuf4s50_1
  Crit path largest cell delay ........................ roughly 0.46 ns
  Data required time of the worst path ........................ about 2.6 ns
  Endpoint arrival time on the critical path ........................ approximately 1.5 ns

[Run status]
  Status ........................ complete, no violations

[Power and ir drop]
  Portion of total power attributed to sequential cells ........................ between 50% and 60%
  LEAKAGE ........................ 0.848 nW
  Net switching power ........................ approximately 0.000096 W
  Pwr per Cell Area ........................ about 300 nW/µm²
  Internal power consumption ........................ about 0.00048 W
  Clock network fraction of total power ........................ a little under half
  Maximum VDD drop ........................ 0.269 mV
  Proportion of total power due to net switching ........................ about 17%
  Fraction of power consumed by combinational cells ........................ under 10%

[Hold path]
  Worst hold path class ........................ flip-flop to flip-flop
  Hold depth ........................ 1

[Global routing]
  Most used routing layer in global routing ........................ met2
  Met1 Use GR ........................ 4.89%
  Initial antenna violation count ........................ 0
  First-pass GRT wire length ........................ around 4300 µm
  Overall Global Routing Usage ........................ approximately 3.6%
  Met3 GRT Util ........................ roughly 1.1%
  Vias in the first global route ........................ 994
  Fraction of met2 tracks used by global routing ........................ 5.92%
  Maximum number of pins on one net before global-route repair ........................ 15
  Overall overflow remaining after global route ........................ 0

[Drt]
  ANT cells ........................ 0
  Vias per cell ........................ roughly 3.6
  Final routed wirelength across all metal layers ........................ about 2400 µm
  Via count of the routed design ........................ about 1000
  Iteration-0 DRC Markers ........................ 35
  Number of remaining DRC errors ........................ 0
  Count of nets left with antenna violations after detail routing ........................ 0
  DR pass1 iterations ........................ 4
  WL/cell ........................ 8.33 µm

[Run]
  Reported max-cap violation count ........................ 0
  Number of warnings in the stage logs ........................ 31

----------------------------------------------------
-- metrics by stage --
step                      total power [W]  hold WS [ns]
after floorplan                  0.000310         0.370
after global placement           0.000319         0.378
after detailed placement         0.000319         0.385
after CTS                        0.000582         0.404
after global routing             0.000592         0.430
final                            0.000573         0.401
-- cells by family after synthesis --
family                     Yosys count  synth area share [%]
adders and majority gates            9                  7.10
muxes                                4                  3.55
xor gates and xnor gates            24                  14.0
buffers and inverters               24                  6.85
other                                1                 0.242
DFF                                 35                  45.2
and+or+nand+nor                     54                  18.3
AOI/OAI and AO/OA                   11                  4.76
-- power groups by stage --
stage,registers [W],clock network (W),logic (W)
CTS,0.000298,0.000269,0.0000141
global route,0.000298,0.000279,0.0000147
finish,0.000298,0.000261,0.0000135
-- cell usage in the layout, fill, tap and decap left out, types with 2 or more instances in the layout --
| cell type | netlist | final |
|---|---|---|
| sky130_fd_sc_hd__nor3_1 | 6 | 6 |
| sky130_fd_sc_hd__xnor2_1 | 9 | 9 |
| sky130_fd_sc_hd__clkdlybuf4s50_1 | 0 | 17 |
| sky130_fd_sc_hd__nand3_1 | 8 | 8 |
| sky130_fd_sc_hd__a211oi_1 | 2 | 2 |
| sky130_fd_sc_hd__nand2_1 | 11 | 11 |
| sky130_fd_sc_hd__ha_1 | 8 | 8 |
| sky130_fd_sc_hd__nor2_1 | 11 | 11 |
| sky130_fd_sc_hd__nand4_1 | 4 | 4 |
| sky130_fd_sc_hd__clkbuf_8 | 0 | 3 |
| sky130_fd_sc_hd__dfxtp_1 | 35 | 35 |
| sky130_fd_sc_hd__and3_1 | 4 | 4 |
| sky130_fd_sc_hd__inv_1 | 17 | 17 |
| sky130_fd_sc_hd__xor2_1 | 14 | 14 |
| sky130_fd_sc_hd__nor3_2 | 3 | 3 |
| sky130_fd_sc_hd__mux2_2 | 2 | 2 |
| sky130_fd_sc_hd__a21oi_1 | 4 | 4 |
| sky130_fd_sc_hd__conb_1 | 1 | 4 |
| sky130_fd_sc_hd__nor4_1 | 2 | 2 |
-- path summary, 6_finish.rpt --
path | slack, ns | endpoint | start
max | 1.02 | an[2] | SW[2]
min | 0.40 | clkdiv[0] | clkdiv[0]
max reg2reg | 1.31 | clkdiv[19] | clkdiv[2]
min reg2reg | 0.40 | clkdiv[0] | clkdiv[0]
-- flip-flops by register name, summed over array words and instances, names as in the netlist --
name    cells
cntr        4
cclk        1
dig         7
clkdiv     23
-- layer usage --
metal  part of all wire, %  routed length (µm)
met4                  0.33                   8
met3                   5.6                 134
met5                     0                   0
met2                    46                1100
met1                    48                1150
-- cell type report --
cell class / instances / share of cell area [%]
multi-input combinational: 106 / 39.8
clock buffer: 3 / 2.17
sequential: 35 / 36.9
clock inverter: 1 / 1.58
inverter: 18 / 3.55
timing repair buffer: 17 / 8.95
tap: 108 / 7.11
-- critical path, delay by kind of cell --
kind,cells,cell delay (ns)
buffers and inverters,3,0.90
Power is estimated from default activity; no workload was simulated.
